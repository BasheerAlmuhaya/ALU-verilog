`flow/design.v`:
```
module Mux2to1_gate(out,A,B,select);
input A,B,select;
output out;
wire c,d,e;
not g1(e,select);
and g2(c,A,e);
and g3(d,B,select);
or g4(out,c,d);
endmodule
module add_1bit( output wire co,
 output wire s,
 input wire ci,
 input wire x,
 input wire y );
 wire w0, w1, w2;
 xor t0( w0, x, y );
 and t1( w1, x, y );
 xor t2( s, w0, ci );
 and t3( w2, w0, ci );
 or t4( co, w1, w2 );
 endmodule
module add_nbit( co, ci, r, x, y );
 parameter n = 8;
 output wire co;
 input wire ci;
 output wire [n-1:0] r;
 input wire [n-1:0] x;
 input wire [n-1:0] y;
 wire [n-2:0] w0;
 add_1bit t0( .co(w0[ 0]), .s(r[ 0]),
 .ci(ci ), .x(x[ 0]), .y(y[ 0]) );
 add_1bit t1( .co(co ), .s(r[n-1]),
 .ci(w0[n-2]), .x(x[n-1]), .y(y[n-1]) );
 genvar i;
generate
 for( i = 1; i < n-1; i = i + 1 )
 begin:gen_add
 add_1bit t2( .co(w0[i ]), .s(r[i]),
 .ci(w0[i-1]), .x(x[i]), .y(y[i]) );
 end
 endgenerate
 endmodule
module alu_exe( input wire clk,
 input wire rst,
 input wire [ 5:0] oper,
 input wire [31:0] src0,
 input wire [31:0] src1,
 output wire [31:0] dst_lo,
 output wire [31:0] dst_hi );
parameter FUNCT_ADD =6'b100000 ;
parameter FUNCT_SUB =6'b100010 ;
parameter FUNCT_MUL =6'b000010 ;
parameter FUNCT_MULT =6'b011000 ;
parameter FUNCT_AND =6'b100100 ;
parameter FUNCT_OR =6'b100101 ;
parameter FUNCT_XOR =6'b100110 ;
parameter FUNCT_NOR =6'b100111 ;
parameter FUNCT_SLLV =6'b000100 ;
parameter FUNCT_SRLV =6'b000110 ;
parameter n = 32;
wire [n-1:0] w0;
wire [2*n-1:0] w1;
wire [n-1:0] w2;
wire [n-1:0] w3;
wire [n-1:0] w4;
wire [n-1:0] w5;
wire [n-1:0] w6;
wire [n-1:0] n0;
wire [n-1:0] n1;
wire [2*n-1:0] n2;
wire [n-1:0] n3;
wire [n-1:0] n4;
wire [2*n-1:0] n5;
 add_nbit t0(.ci(1'b0),.r(n0),.x(~src0),.y(32'b1));
 add_nbit t1(.ci(1'b0),.r(n1),.x (~src1),.y(32'b1));
 add_nbit t2(.ci(1'b0),.r(n2),.x (~w1),.y(64'b1));
 defparam t0.n = 32;
 defparam t1.n = 32;
 defparam t2.n = 64;
 assign n3 = src0[31] ? n0 : src0;
 assign n4 = src1[31] ? n1 : src1;
 assign n5 = src0[31] != src1[31] ? n2 : w1;
 assign ci = 0;
 reg shf_rst ;
 reg mul_rst ;
 reg s0 ;
 reg s1 ;
 sub_nbit t3( .ctrl( s0),  .ci  ( ci),     .co ( co),.x ( src0),.y ( src1),.r ( w0) );
 mul_nbit t4( .clk ( clk), .rst (mul_rst), .x ( n3), .y ( n4), .r ( w1) );
 shf_nbit t5( .clk ( clk), .rst (shf_rst), .oper( s1), .x ( src0), .y ( src1), .r ( w2) );
 defparam t3.n = 32;
 defparam t4.n = 32;
 defparam t4.m = 5;
 defparam t5.n = 32;
 defparam t5.m = 5;
 reg [2:0] s2;
 genvar i;
 generate
 for( i = 0; i < 32; i = i + 1 )
 begin:gen_alu_exe
 and t6( w3[i], src0[i], src1[i] );
 or  t7( w4[i], src0[i], src1[i] );
 xor t8( w5[i], src0[i], src1[i] );
 nor t9( w6[i], src0[i], src1[i] );
 mux8_1bit ta( .r(dst_lo[i]), .i0(w0[i]), .i1(n5[i+ 0]), .i2(w2[i]), .i3(w3[i ]), .i4(w4[i]), .i5(w5[i ]), .i6(w6[i]), .i7(1'bZ ),
		 .s0(s2[0]), .s1(s2[1]), .s2(s2[2]) );
 mux8_1bit tb( .r(dst_hi[i]), .i0(1'bZ ), .i1(n5[i+32]), .i2(1'bZ ), .i3(1'bZ ), .i4(1'bZ ), .i5(1'bZ ), .i6(1'bZ ), .i7(1'bZ ),
		 .s0(s2[0]), .s1(s2[1]), .s2(s2[2]) );
 end
 endgenerate
always @ ( negedge clk )
 begin
 shf_rst = 0;
 mul_rst = 0;
 end
 always @ ( oper )
 begin
 case( oper )
 FUNCT_ADD : begin
 s0 = 0;
 s2 = 0;
 end
 FUNCT_SUB : begin
 s0 = 1;
 s2 = 0;
 end
 FUNCT_MUL : begin
 mul_rst = 1;
 s2 = 1;
 end
 FUNCT_MULT : begin
 mul_rst = 1;
 s2 = 1;
 end
 FUNCT_AND : s2 = 3;
 FUNCT_OR : s2 = 4;
 FUNCT_XOR : s2 = 5;
 FUNCT_NOR : s2 = 6;
 FUNCT_SLLV : begin
 shf_rst = 1;
 s1 = t5.SHF_L_LOGIC;
 s2 = 2;
 end
 FUNCT_SRLV : begin
 shf_rst = 1;
 s1 =t5.SHF_R_LOGIC;
 s2 = 2;
 end
 endcase
 end
 endmodule
module equ_nbit( r, x, y );
 parameter n = 8;
 output wire r;
 input wire [n-1:0] x;
 input wire [n-1:0] y;
 wire [n-1:0] w0 = x ^ y;
 assign r = ~( |w0 );
 endmodule
module mul_nbit( clk, rst, r, x, y );
 parameter n = 8;
 parameter m = 3;
 input wire clk;
 input wire rst;
 output reg [2*n-1:0] r;
 input wire [ n-1:0] x;
 input wire [ n-1:0] y;
 reg [2*n-1:0] r0;
 reg [ n-1:0] r1;
 reg [ m-1:0] r2;
 reg r3;
 wire [ m-1:0] w0;
 wire w1;
 wire [2*n-1:0] w2 = { r0[2*n-2:0], 1'b0 };
 wire [2*n-1:0] w3;
 add_nbit t0(.ci(1'b0),.r(w0),.x(r2),.y( 1));
 equ_nbit t1( .r(w1),.x(r2),.y( n-1));
 add_nbit t2(.ci(1'b0),.r(w3),.x(w2),.y({ {n{1'b0}}, x }));
 defparam t0.n = m;
 defparam t1.n = m;
 defparam t2.n = 2*n;
 always @ ( posedge rst )
 begin
 r0 = 0;
 r1 = y;
 r2 = 0;
 r3 = 0;
 end
 always @ ( posedge clk )
 begin
 if( r1[n-1] )
 r0 = w3;
 else
 r0 = w2;
 r1 = { r1[n-2:0], 1'b0 };
 if( !r3 )
 begin
 r2 = w0;
 if( w1 )
 begin
 r = r0;
 r3 = 1;
 end
 end
 end
 endmodule
module mux8_1bit( output r, input i0 , input i1 , input i2 , input i3 ,
		 input i4 , input i5 , input i6 , input i7,
		 input s0 , input s1 , input s2 );
wire outm1,outm12,outm13,outm14,outm21,outm22;
Mux2to1_gate m11(outm11,i0,i1,s0);
Mux2to1_gate m12(outm12,i2,i3,s0);
Mux2to1_gate m13(outm13,i4,i5,s0);
Mux2to1_gate m14(outm14,i6,i7,s0);
Mux2to1_gate m21(outm21,outm11,outm12,s1);
Mux2to1_gate m22(outm22,outm13,outm14,s1);
Mux2to1_gate m31(r,outm21,outm22,s2);
endmodule
module shf_nbit( clk, rst, oper, r, x, y );
 parameter n = 8;
 parameter m = 3;
 parameter SHF_R_LOGIC =3'b000 ;
 parameter SHF_R_ARITH =3'b001 ;
 parameter SHF_R_ROTATE =3'b010 ;
 parameter SHF_L_LOGIC =3'b011 ;
 parameter SHF_L_ARITH =3'b100 ;
 parameter SHF_L_ROTATE =3'b101;
 input wire clk;
 input wire rst;
 input wire [ 2:0] oper;
 output reg [n-1:0] r;
 input wire [n-1:0] x;
 input wire [n-1:0] y;
 reg [n-1:0] r0;
 reg [m-1:0] r1;
 reg r2;
 wire [m-1:0] w0;
 wire w1;
 add_nbit t0(.ci(1'b0),.r(w0),.x(r1),.y(1 ) );
 equ_nbit t1( .r(w1),.x(w0),.y(y[m-1:0]) );
 defparam t0.n = m;
 defparam t1.n = m;
 always @ ( posedge rst )
 begin
 r0 = x;
 r1 = 0;
 r2 = 0;
 end
 always @( posedge clk )
 begin
 case( oper )
 SHF_R_LOGIC : r0 = { 1'b0, r0[n-1:1] };
 SHF_R_ARITH : r0 = { r0[n-1], r0[n-1:1] };
 SHF_R_ROTATE : r0 = { r0[ 0], r0[n-1:1] };
 SHF_L_LOGIC : r0 = { r0[n-2:0], 1'b0 };
 SHF_L_ROTATE : r0 = { r0[n-2:0], r0[n-1] };
 endcase
 if( !r2 )
 begin
 r1 = w0;
 if( w1 )
 begin
 r = r0;
 r2 = 1;
 end
 end
 end
 endmodule
module sub_nbit( ctrl, co, ci, r, x, y );
 parameter n = 8;
 input wire ctrl;
 output wire co;
 input wire ci;
 output wire [n-1:0] r;
 input wire [n-1:0] x;
 input wire [n-1:0] y;
 wire [n-2:0] w0;
 wire [n-1:0] w1 = y^{n{ctrl}};
 add_1bit t0( .co(w0[ 0] ), .s(r[ 0]),
 .ci(ci ^ ctrl), .x(x[ 0]), .y(w1[ 0]) );
 add_1bit t1( .co(co ), .s(r[n-1]),
 .ci(w0[n-2] ), .x(x[n-1]), .y(w1[n-1]) );
 genvar i;
 generate
 for( i = 1; i < n-1; i = i + 1 )
 begin:gen_sub
 add_1bit t2( .co(w0[i ]), .s(r[i]),
 .ci(w0[i-1]), .x(x[i]), .y(w1[i]) );
 end
 endgenerate
 endmodule
```
`flow/run.sh`:
```
#!/bin/bash
# OpenROAD 26Q1-2900-gdf79404cd8, Yosys 0.63+post, stock flow scripts
make -C /OpenROAD-flow-scripts/flow DESIGN_CONFIG=/design/flow/config.mk WORK_HOME=/design/flow/orfs finish
```
`flow/config.mk`:
```
export PLATFORM = sky130hd
export DESIGN_NAME = alu_exe
export DESIGN_NICKNAME = alu_exe
export VERILOG_FILES = /design/flow/design.v
export SDC_FILE = /design/flow/constraint.sdc
export NUM_CORES = 4
export LEC_CHECK = 1
export CORE_UTILIZATION = 40
```
`flow/constraint.sdc`:
```
current_design alu_exe

set clk_period 30.1
set clk_io_pct 0.2

create_clock -name clk0 -period $clk_period [get_ports {clk}]

set non_clock_inputs [all_inputs -no_clocks]
set_input_delay [expr $clk_period * $clk_io_pct] -clock clk0 $non_clock_inputs
set_output_delay [expr $clk_period * $clk_io_pct] -clock clk0 [all_outputs]
```
==> metrics.yaml <==
share_seq_of_total_power_pct: 1.1
routed_wirelength_mm: 7.91
synth.yosys.warnings: 525
cp.required_ns: 24.08
total_leakage_power_uw: 0.00210
yosys_register_bits: 4
switchingPower_uw: 24.9
route.antenna.remaining_nets: 0
openroad.warnings: 61
power.density_cell_area_nw_per_um2: 15.3
rsz0062_at_grt: "no"
totalNegativeSetupSlack_ns: 0
critical_path.max_stage_delay_ns: 0.54
routed-via-count: 2936
hold_path.class: "primary input to primary output"
syn_avg_cell_area_um2: 7.95
yosysTopAreaCellShare_pct: 21.3
met3_wirelength_um: 255
detail_route.wl_per_cell_um: 12.6
number_of_unconstrained_endpoints: 4
yosys_cells: 472
gp_routability_congestion: 0.768
hold_viol: 0
final_cell_mix: "clkdlybuf4s50_1 (102), inv_1 (68), ha_1 (64)"
worstPathMaxFanout: 4
antenna_cells: 0
launch_point_of_the_critical_path: "src1[0]"
route.detailed.drc: 0
combPwrFrac_pct: 98.9
power.clock.fraction_pct: 0
hold_buffers: 0
most_common_logic_cell_in_the_routed_design: "clkdlybuf4s50_1"
detail_route.iter0.violations: 97
fin_util_pct: 49.9
layout-drive-gt1-share_pct: 1.93
min_delay_src: "src1[0]"
die-width_um: 98.9
mappedNetlistArea_um2: 3750
grt_antenna_before_repair: 0
crit_path_start_kind: "primary input"
yosys-top-cells-area: "ha_1 (21%), fa_1 (16%), buf_4 (13%), a221o_1 (8.0%), xor2_1 (7.5%)"
synth_cells: 472
post-dp-hpwl_mm: 6.12
synthDistinctLibCells: 36
worst-setup-path-type: "primary input to primary output"
status: "completed"
fp-row-count: 34
grt_start_max_net_pins: 80
pin_count: 136
setup_violations_final: 0
yosys.area.top_type: "ha_1"
worstMarginPinSlew_ns: 0.717
max-vdd-ir-drop_mv: 0.00538
async_reset_ff_share_pct: 0
min_period_ns: 26.50
grt_first_pass_wirelength_mm: 13.2
post_cts_resize_count: 0
floorplan.core_util_pct: 42.2
cp.buffers_inverters: 2
max-slew-margin-rel_pct: 52.2
place.port_buffers: 102
core_um2: 8890
synth-area-yosys_um2: 3750
cp_data_arrival_time_ns: 20.48
met2WireLength_mm: 3.77
die_area_um2: 9770
post_cts_buffers: 0
routed.top_layer: "met4"
clock.fmax_mhz: 37.7
viasPerCell: 4.70
timing_max_transition_violations_final: 0
first_global_vias: 2768
drt_first_pass_iters: 4
die.size.y_um: 98.9
layout-area-overhead-vs-synth_pct: 18.1
power.share.switching_pct: 36.7
final_cycle_utilization_of_the_critical_path_pct: 88.0
internal_uw: 43.0
unclocked_regs: 4
enable_flop_cells: 0
synthFlopType: "dlxtn_1"
cp_delay_by_family_top: "adder cells"
worst_path_max_delay_cell: "clkdlybuf4s50_1"
grt_use_total_pct: 17.0
grt.overflow.total: 0
met1_wl_mm: 3.83
max_cap_viol_count: 0
worst_setup_path_end_kind: "primary output"
timing.critical_path.mode_cell: "fa_1"
-- state kept, by name, summed over array words and instances (netlist names) --
register / count
s2: 3
s0: 1
-- worst paths after layout --
path / endpoint / slack [ns] / cells past startpoint
worst max-delay path: dst_lo[31] / 3.60 / 36
worst min-delay path: dst_lo[0] / 13.25 / 5
-- synthesized netlist by cell type (2+ instances only) --
library cell,number
buf_6,4
xor2_1,32
inv_1,68
o21ai_0,29
nor2b_1,29
a221o_1,30
nor2_1,5
dlxtn_1,4
a21oi_1,33
nand3_1,2
buf_2,16
clkbuf_1,8
fa_1,30
xnor2_1,3
buf_4,64
nand2_1,31
ha_1,64
nor3b_1,2
-- per-stage QoR --
step | std cells | cell area, um^2 | hold WS [ns] | power, uW | setup slack (ns)
2_1_floorplan | 503 | 3870 | 12.37 | 45.1 | 5.42
3_3_place_gp | 625 | 4430 | 13.26 | 68.1 | 3.47
3_5_place_dp | 625 | 4430 | 13.26 | 68.7 | 3.51
4_1_cts | 625 | 4430 | 13.26 | 69.3 | 3.43
5_1_grt | 625 | 4430 | 13.36 | 76.8 | 3.05
6_report | 625 | 4430 | 13.25 | 67.9 | 3.60
-- routing by layer --
metal | track usage (%) | vias up
met5 | 0 | -
met4 | 0.689 | 0
met3 | 0.722 | 2
met2 | 29.0 | 65
met1 | 25.9 | 1335
li1 | - | 1534
-- power groups by stage --
stage / Sequential (uW) / Clock [uW] / Combinational [uW]
after CTS: 0.781 / 0 / 68.5
after global routing: 0.833 / 0 / 76.0
final: 0.773 / 0 / 67.1
-- final cells by class --
| class | count | area [um^2] |
|---|---|---|
| Multi-Input combinational cell | 338 | 2920 |
| Sequential cell | 4 | 63.8 |
| Timing Repair Buffer | 107 | 1060 |
| Fill cell | 860 | 4460 |
| Tap cell | 108 | 135 |
| Inverter | 68 | 255 |
-- logic make-up after synthesis --
logic type	count (synthesis)	synth area share, %
multiplexers	2	0.567
AND-OR/OR-AND	100	18.0
XOR/XNOR	35	8.17
adder cells (fa/ha/maj)	94	37.3
other	1	0.0999
AND/OR/NAND/NOR	75	10.3
latches	4	1.60
buffers and inverters	161	23.8
No activity file was given, so power comes from the tool's default toggle rates.
