--- ./config.mk ---
export PLATFORM = sky130hd
export DESIGN_NAME = alu_cmp
export DESIGN_NICKNAME = alu_cmp
export VERILOG_FILES = /design/flow/design.v
export SDC_FILE = /design/flow/constraint.sdc
export NUM_CORES = 4
export LEC_CHECK = 1
export CORE_AREA = 10 10 85 85
export DIE_AREA = 0 0 95 95
--- ./constraint.sdc ---
current_design alu_cmp

set clk_period 8.5
set clk_io_pct 0.2

create_clock -name clk0 -period $clk_period

set non_clock_inputs [all_inputs -no_clocks]
set_input_delay [expr $clk_period * $clk_io_pct] -clock clk0 $non_clock_inputs
set_output_delay [expr $clk_period * $clk_io_pct] -clock clk0 [all_outputs]
--- ./design.v ---
module alu_cmp( input wire clk,
 input wire rst,
 input wire [31:0] src0,
 input wire [31:0] src1,
 output wire dst_equ,
 output wire dst_neq,
 output wire dst_lth,
 output wire dst_lte,
 output wire dst_gth,
 output wire dst_gte );
 wire w0;
 wire w1;
 wire w2;
 equ_nbit t0( .r(w0), .x(src0[31:0]), .y(src1[31:0]) );
 lth_nbit t1( .r(w1), .x(src0[30:0]), .y(src1[30:0]) );
 defparam t0.n = 32;
 defparam t1.n = 31;
 assign w2 = ( src0[31] & src1[31] & ~w0 & w1) |
 ( ~src0[31] & src1[31] ) |
 ( src0[31] & src1[31] & ~w0 & w1 ) ;
 assign dst_equ = w0;
 assign dst_lth = w2;
 assign dst_neq = ~dst_equ ;
 assign dst_lte = dst_lth | dst_equ ;
 assign dst_gth = ~dst_lte ;
 assign dst_gte = ~dst_lth ;
 endmodule
module equ_nbit( r, x, y );
 parameter n = 8;
 output wire r;
 input wire [n-1:0] x;
 input wire [n-1:0] y;
 wire [n-1:0] w0 = x ^ y;
 assign r = ~( |w0 );
 endmodule
module lth_nbit( r, x, y );
 parameter n = 8;
 output wire r;
 input wire [n-1:0] x;
 input wire [n-1:0] y;
 wire [n-1:0] w0 =~(x ^ y );
 wire [n-1:0] w1 = ( ~x & y );
 wire [n-1:0] w2;
 assign w2[0] = w1[ 0];
 assign r = w2[n-1];
 genvar i;
 generate
 begin
 for( i = 1; i < n; i = i + 1 )
 begin:gen_lth
 assign w2[i] = w1[i] | ( w0[i] & w2[i-1] );
 end
 end
 endgenerate
 endmodule
--- ./run.sh ---
#!/bin/bash
# OpenROAD 26Q1-2900-gdf79404cd8, Yosys 0.63+post, stock flow scripts
make -C /OpenROAD-flow-scripts/flow DESIGN_CONFIG=/design/flow/config.mk WORK_HOME=/design/flow/orfs finish
==> Changelog: implementation <==
## Implementation

- Status: complete, no violations
- Floorplan core density: 16.92%
- Mean routed wirelength per cell: 11.74 um
- Synthesized instance count: 125
- Total power: 0.07323 mW
- TritonRoute pass-1 iters: 3
- Mapped cell area: 925.9 um^2
- Die width: 95 um
- CP endpoint kind: output port
- Fillers: 595
- Setup crit start: src0[8]
- CLK BUF: 0
- Worst slew pin tran: 0.3124 ns
- Final count of negative-setup-slack endpoints: 0
- Core area: 5473 um^2
- Global-route wire length before repair: 4899 um
- Count of input and output buffers: 70
- Dpl ws: 2.666 ns
- Final tally of hold violations: 0
- Syn avg cell area: 7.407 um^2
- PnR worst setup slack: 2.748 ns
- Worst path arrival time: 4.05 ns
- Post-synth cell types: 28
- All-Layer GR Usage: 6.638%
- Initial antenna violation count: 0
- Synth warnings: 0
- Final core occ: 31.37%
- Combinational Power Share: 100.0%
- Vias: 1048
- Design area: 1717 um^2
- Post-DP Area: 1717 um^2
- PostCTS Resize Cnt: 0
- Crit path to: dst_gte
- Postcts setup bufs: 0
- Slew HR: 79.03%
- Gpl congestion: 0.7739
- Worst hold margin: 4.629 ns
- Int Pwr: 0.04660 mW
- GRT overflow: 0
- Routed wire length: 3134 um
- DIE AREA: 9025 um^2
- Core Rows: 27
- Crit share post-route: 67.67%
- Share of layout cells above drive strength 1: 4.103%
- Crit Path Class: in -> out
- Yosys chip area: 925.9 um^2
- Clk pwr share: 0%
- Max capacitance violation total: 0
- Antenna Nets Post-Route: 0
- Chip height: 95 um
- Period minus WS final: 5.752 ns
- Vias in the first global route: 1034
- Flop pwr share: 0%
- Worst EP required: 6.80 ns
- Dpl hpwl: 3025 um
- Area delta synth->final: 85.41%
- Logic area: 798.3 um^2
- Fmax: 173.9 MHz
- Setup TNS: 0 ns
- Non-filler cells in the finished layout: 267
- Count of tool warnings: 35
- DR DRC count: 0
- Ant diodes: 0
- Post-CTS Hold Fix Bufs: 0
- Ports: 72
- Initial DRC Count: 43
- Flop count: 0
- Mean number of vias per cell: 3.925
- RSZ-0062 raised after global routing: false
- Worst-path maximum fanout: 4
- VDD IR max: 14.04 uV
- Synth Seq Share: 0%
- Switching share of power: 36.36%
- # placed instances: 267
- Largest net degree at the start of global routing: 5
- Yosys Instances: 125
- Cell Pwr Density: 42.66 nW/um^2
- Max-slew violation count: 0
- FF/Latch Area: 0 um^2
- Static Leak: 0.8111 nW
- Crit path launch type: input port
- Min-Delay Path Class: in -> out
- Switching power: 0.02663 mW
==> power groups by stage <==
stage	Sequential [mW]	Clock, mW	Combinational [mW]
after global routing	0	0	0.0838
after CTS	0	0	0.0750
final	0	0	0.0732
==> worst min-delay path by stage <==
stage                     from  cells past startpoint      end  slack [ns]
after CTS             src0[31]                      6  dst_gte        4.64
after global routing  src0[31]                      6  dst_gte        4.72
final                 src0[31]                      6  dst_gte        4.63
==> worst max-delay path: stages <==
cell and delay, ns:
clkdlybuf4s50_1 0.45, inv_1 0.04, ha_1 0.31, a211oi_1 0.24
nand2_1 0.12, nor4_1 0.31, o31a_1 0.27, o21a_1 0.15
clkdlybuf4s50_1 0.47
==> layer usage <==
layer | vias to the layer above | global-route usage (%) | share of wire (%)
met5 | - | 0 | 0
met2 | 34 | 10.87 | 46
met1 | 429 | 9.044 | 45
li1 | 585 | - | -
met4 | 0 | 0 | 0
met3 | 0 | 1.843 | 9.2
==> cell usage in the layout, fill, tap and decap left out <==
cell             instances
a2111o_1                 1
a2111oi_2                1
a211oi_1                 2
a21o_1                   2
a21oi_1                  7
a21oi_2                  1
a22oi_1                  1
a22oi_2                  1
a2bb2oi_1                1
a311oi_1                 1
clkdlybuf4s50_1         70
clkinv_1                 1
ha_1                    33
inv_1                   33
nand2_1                  8
nand2b_4                 1
nand3_1                  3
nand3_2                  1
nand4_1                  5
nor2_1                   1
nor3_1                   3
nor3_2                   2
nor4_1                   1
nor4_2                   1
o2111ai_1                1
o21a_1                   5
o21ai_0                  2
o21ai_1                  5
o31a_1                   1
==> cell families after synthesis <==
family / share of synthesized area (%)
buffers and inverters: 13.78
AND/OR/NAND/NOR: 17.03
AND-OR/OR-AND: 24.59
adder cells (fa/ha/maj): 44.60
==> area by class of cell <==
class	instances	share of cell area, %
multi-input cells	91	46.50
inverters	34	7.434
repair buffers	70	40.82
well taps	72	5.248
==> synthesized netlist by cell type <==
library cell / number / area (um^2)
inv_1: 33 / 123.9
nand3_2: 1 / 10.01
nand3_1: 3 / 15.01
nand4_1: 5 / 31.28
a21oi_1: 7 / 35.03
o21ai_1: 5 / 25.02
nor3_2: 2 / 20.02
nor2_1: 1 / 3.750
a311oi_1: 1 / 8.760
a22oi_1: 1 / 7.510
clkinv_1: 1 / 3.750
a2111oi_2: 1 / 15.01
a211oi_1: 2 / 15.01
o2111ai_1: 1 / 8.760
nor3_1: 3 / 15.01
a21oi_2: 1 / 8.760
o21a_1: 5 / 37.54
a2111o_1: 1 / 11.26
ha_1: 33 / 412.9
nor4_2: 1 / 12.51
a21o_1: 2 / 15.01
o31a_1: 1 / 8.760
o21ai_0: 2 / 10.01
nand2_1: 8 / 30.03
a2bb2oi_1: 1 / 8.760
nor4_1: 1 / 6.260
a22oi_2: 1 / 12.51
nand2b_4: 1 / 13.76
Power is estimated from default activity; no workload was simulated.
