<file path="design/flow/run.sh">
#!/bin/bash
# OpenROAD 26Q1-2900-gdf79404cd8, Yosys 0.63+post, stock flow scripts
make -C /OpenROAD-flow-scripts/flow DESIGN_CONFIG=/design/flow/config.mk WORK_HOME=/design/flow/orfs finish
</file>
<file path="design/flow/config.mk">
export PLATFORM = sky130hd
export DESIGN_NAME = mul_8bit
export DESIGN_NICKNAME = mul_8bit
export VERILOG_FILES = /design/flow/design.v
export SDC_FILE = /design/flow/constraint.sdc
export NUM_CORES = 4
export LEC_CHECK = 1
export CORE_UTILIZATION = 40
</file>
<file path="design/flow/constraint.sdc">
current_design mul_8bit

set clk_period 11.8
set clk_io_pct 0.2

create_clock -name clk0 -period $clk_period

set non_clock_inputs [all_inputs -no_clocks]
set_input_delay [expr $clk_period * $clk_io_pct] -clock clk0 $non_clock_inputs
set_output_delay [expr $clk_period * $clk_io_pct] -clock clk0 [all_outputs]
</file>
<file path="design/flow/design.v">
module add_1bit( output wire co,
 output wire s,
 input wire ci,
 input wire x,
 input wire y );
 wire w0, w1, w2;
 xor t0( w0, x, y );
 and t1( w1, x, y );
 xor t2( s, w0, ci );
 and t3( w2, w0, ci );
 or t4( co, w1, w2 );
 endmodule
module add_nbit( co, ci, r, x, y );
 parameter n = 8;
 output wire co;
 input wire ci;
 output wire [n-1:0] r;
 input wire [n-1:0] x;
 input wire [n-1:0] y;
 wire [n-2:0] w0;
 add_1bit t0( .co(w0[ 0]), .s(r[ 0]),
 .ci(ci ), .x(x[ 0]), .y(y[ 0]) );
 add_1bit t1( .co(co ), .s(r[n-1]),
 .ci(w0[n-2]), .x(x[n-1]), .y(y[n-1]) );
 genvar i;
generate
 for( i = 1; i < n-1; i = i + 1 )
 begin:gen_add
 add_1bit t2( .co(w0[i ]), .s(r[i]),
 .ci(w0[i-1]), .x(x[i]), .y(y[i]) );
 end
 endgenerate
 endmodule
module mul_8bit( output wire [15:0] r,
 input wire [ 7:0] x,
 input wire [ 7:0] y );
 wire [15:0] w0 = {8'b0, {8{y[0]}} & x} ;
 wire [15:0] w1 = {8'b0, {8{y[1]}} & x} << 1;
 wire [15:0] w2 = {8'b0, {8{y[2]}} & x} << 2;
 wire [15:0] w3 = {8'b0, {8{y[3]}} & x} << 3;
 wire [15:0] w4 = {8'b0, {8{y[4]}} & x} << 4;
 wire [15:0] w5 = {8'b0, {8{y[5]}} & x} << 5;
 wire [15:0] w6 = {8'b0, {8{y[6]}} & x} << 6;
 wire [15:0] w7 = {8'b0, {8{y[7]}} & x} << 7;
 wire [15:0] s0;
 wire [15:0] s1;
 wire [15:0] s2;
 wire [15:0] s3;
 wire [15:0] s4;
 wire [15:0] s5;
 add_nbit t0(.ci(1'b0),.r(s0),.x(w0),.y(w1));
 add_nbit t1(.ci(1'b0),.r(s1),.x(w2),.y(w3));
 add_nbit t2(.ci(1'b0),.r(s2),.x(w4),.y(w5));
 add_nbit t3(.ci(1'b0),.r(s3),.x(w6),.y(w7));
 add_nbit t4(.ci(1'b0),.r(s4),.x(s0),.y(s1));
 add_nbit t5(.ci(1'b0),.r(s5),.x(s2),.y(s3));
 add_nbit t6(.ci(1'b0),.r(r ),.x(s4),.y(s5));
 defparam t0.n = 16;
 defparam t1.n = 16;
 defparam t2.n = 16;
 defparam t3.n = 16;
 defparam t4.n = 16;
 defparam t5.n = 16;
 defparam t6.n = 16;
 endmodule
</file>
==> out/results.tsv <==
stage	metric	value	unit
critical_path	path_cells	clkdlybuf4s50_1 > and2_1 > ha_1 > inv_1 > fa_2 > fa_2 > fa_2 > fa_2 > fa_2 > fa_2 > fa_2 > inv_1 > fa_2 > fa_2 > fa_2 > fa_2 > fa_2 > fa_2 > ha_1 > ha_1 > xor2_1 > clkdlybuf4s50_1	
flow_run	maxCapViolCount	0	
yosys	ys_chip_area	1700	sq um
global_routing	grt_pass1_wl	5.49	mm
route	vias	1123	
route	viasPerCell	4.51	
route	antenna_cells	0	
route	firstDrtPassIters	4	
critical_path	cp_top_family	adder cells	
min_path	whs_endpoint	r[0]	
layout	final-seq-area	0	sq um
power_and_ir_drop	power_density	98.6	nW/um^2
yosys	yosys_cells	179	
route	ant_nets	0	
sta	drv_slew	0	
placed_design	gp_congestion	0.845	
critical_path	path_common_cell	fa_2	
yosys	synth_area	1700	sq um
placed_design	placed_cell_area	2000	sq um
floorplan	coreArea	4030	sq um
sta	fin_tns_setup	0	ps
critical_path	cp_num_buf_inv	4	
critical_path	worst_path_largest_cell_delay	580	ps
placed_design	port_buffers	32	
yosys	synth_warnings	0	
floorplan	fp_util	42.2	%
global_routing	grt_pass1_vias	1259	
yosys	synth_area_leader_cell	fa_1	
layout	clkbuf_count	0	
floorplan	fp-row-count	23	
route	wire_per_inst	11.3	microns
critical_path	critPathRequiredTime	9440	ps
min_path	hold_path_class	in -> out	
floorplan	die_x	67.2	microns
sta	worst_slack	286	ps
sta	setup_viol	0	
global_routing	gr-usage-all-layers	16.6	%
layout	drive_above_1_share	13.6	%
critical_path	path_class	in -> out	
sta	tightest_slew	321	ps
layout	fill_cells	359	
yosys	syn_avg_cell_area	9.50	sq um
route	drc	0	
yosys	synth_cell_types	8	
power_and_ir_drop	vdd_drop_max	0.0000513	V
sta	fin_crit_sh	97.6	%
min_path	min_path_cells	4	
layout	comb_area	1480	sq um
yosys	ys_top_cells_by_area	fa_1 (57%), ha_1 (10%), nand2_1 (9.3%)	
global_routing	antenna_found_initial	0	
global_routing	grt_start_max_net_pins	9	
placed_design	pre_cts_slack	-191	ps
critical_path	end_kind	output port	
critical_path	crit_arrival	9150	ps
placed_design	dpl.hpwl	2.64	mm
layout	flop-count	0	
sta	min_period	11510	ps
sta	max_freq	86.9	MHz
critical_path	crit_fanout	2	
floorplan	die_h	67.2	microns
sta	rsz0062_at_grt	false	
floorplan	dieArea	4520	sq um
yosys	synthTopCellsByCount	fa_1 (48), nand2_1 (42), inv_1 (32)	
global_routing	grt_overflow	0	
clock_network	postCtsHoldBufs	0	
yosys	synth.most_common_cell	fa_1	
layout	syn_to_final_growth	20.3	%
yosys	syn_inst	179	
min_path	hold_start	x[0]	
sta	max-slew-margin-rel	78.5	%
critical_path	critPathLaunchType	input port	
route	drt_iter0_drc	26	
critical_path	cp_slowest_cell	fa_2	
power_and_ir_drop	leakagePower	0.908	nW
sta	finalHoldViolCount	0	
yosys	yosysTopAreaCellShare	56.5	%
floorplan	ios	32	
layout	final_cell_area	2050	sq um
route	routed_wl	2.82	mm
yosys	postSynthSeqShare	0	%
outcome	status	complete, no violations	
flow_run	warning_count	34	
timing repair:
item | 4_1_cts | 5_1_grt
setup buffers | 0 | 0
pin swaps | 7 | 6
setup endpoints to repair | 2 | 2
resized | 15 | 4
metal layers:
layer / share of wire [%] / GRT usage (%) / routed length (microns)
met1: 47 / 26.9 / 1330
met2: 49 / 27.4 / 1370
met3: 4.2 / 1.37 / 118
met4: 0 / 0 / 0
met5: 0 / 0 / 0
worst max-delay path by stage:
stage         start     to  slack, ps  cells after the start
CTS            x[0]  r[15]         40                     22
global route   y[1]  r[15]         50                     22
finish         x[1]  r[15]        290                     22
placed cells by master (no fill, tap or decap):
cell	n
fa_1	31
xor2_1	1
nand2_1	42
inv_2	2
and2_1	22
fa_2	17
ha_1	14
buf_4	8
inv_1	30
clkdlybuf4s50_1	32
cell type report:
class              count  share of cell area, %
inverters             32                   5.87
multi-input cells    127                   72.5
well taps             50                   3.06
repair buffers        40                   18.6
per-stage QoR:
stage / total power [mW] / hold slack, ps / cells / utilization, %
3_3_place_gp: 0.199 / 5840 / 249 / 49.7
3_5_place_dp: 0.201 / 5850 / 249 / 49.7
6_report: 0.202 / 5840 / 249 / 50.8
4_1_cts: 0.209 / 5860 / 249 / 50.6
5_1_grt: 0.238 / 5880 / 249 / 50.8
2_1_floorplan: 0.140 / 4900 / 179 / -
cells by family (layout without fill, tap and decap cells):
family	after synthesis	count (layout)	share of synthesized area, %
adder cells (fa/ha/maj)	62	62	66.8
buffers and inverters	52	72	15.3
AND/OR/NAND/NOR	64	64	17.4
XOR/XNOR	1	1	0.515
where the power goes:
| group | internal [mW] | total (mW) | switching, mW |
|---|---|---|---|
| clock network | 0 | 0 | 0 |
| logic | 0.129 | 0.202 | 0.0721 |
| registers | 0 | 0 | 0 |
| total | 0.129 | 0.202 | 0.0721 |
No activity file was given, so power comes from the tool's default toggle rates.
